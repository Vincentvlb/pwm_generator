--- flow/config.mk ---
export PLATFORM = sky130hd
export DESIGN_NAME = modMultiPWMComponent
export DESIGN_NICKNAME = modMultiPWMComponent
export VERILOG_FILES = /design/flow/design.v
export SDC_FILE = /design/flow/constraint.sdc
export NUM_CORES = 4
export LEC_CHECK = 1
export CORE_UTILIZATION = 50
--- flow/constraint.sdc ---
current_design modMultiPWMComponent

set clk_period 4.1
set clk_io_pct 0.2

create_clock -name clk0 -period $clk_period [get_ports {clk}]
create_clock -name clk1 -period $clk_period [get_ports {clkInPWM}]

set non_clock_inputs [all_inputs -no_clocks]
set_input_delay [expr $clk_period * $clk_io_pct] -clock clk0 $non_clock_inputs
set_output_delay [expr $clk_period * $clk_io_pct] -clock clk0 [all_outputs]
--- flow/design.v ---
module modMultiPWM ( ClkIn, PWMout, nLatch, Ton, oe);
parameter NB_PWM = 24;				 
parameter RESOLUTION = 10;			 
input ClkIn;
input[(NB_PWM-1):0] nLatch;
input[(NB_PWM-1):0] oe; 
input[(RESOLUTION-1):0] Ton;
output[(NB_PWM-1):0] PWMout;
genvar i;
generate for ( i = 0; i < NB_PWM ; i = i+1 )
    begin: 
		inst modPWM #(RESOLUTION) PWM_i (ClkIn, PWMout[i], Ton, nLatch[i],oe[i]);
    end
endgenerate
endmodule
module modMultiPWMComponent(clk, clkInPWM, reset_n, chipselect, write_n, writedata, address,PWM,clkOutPWM);
parameter NB_PWM = 24;  
parameter RESOLUTION = 10;  
input[31:0] writedata;
input clk,reset_n,chipselect,write_n,clkInPWM;
input [1:0] address;
output clkOutPWM;
output[23:0] PWM;
reg [9:0] Ton;
reg [23:0] oe, nLatch;
assign clkOutPWM = clkInPWM;
always @(posedge(clk))
begin
	if (reset_n == 0)
	begin
		Ton = 0;
		nLatch = {10{1'b1}};
		oe = 0;
	end
	else
	begin
		if((chipselect == 1) && (write_n == 0))
		begin
			case(address)
				2'b00 :
					begin
						Ton <= writedata[9:0];
					end
				2'b01 :
					begin
						nLatch <= writedata[23:0];
					end
				default :
					begin
						oe <= writedata[23:0];
					end
			endcase
		end
	end
end
modMultiPWM #(NB_PWM,RESOLUTION) MonPWM(clkInPWM,PWM,nLatch,Ton,oe);
endmodule 
module modPWM(ClkIn, PWMout,Ton,nLatch,oe);
parameter RESOLUTION = 10;			 
input ClkIn,nLatch,oe;
input[(RESOLUTION-1):0] Ton;
output PWMout;
reg PWMout_local;
reg[(RESOLUTION-1):0] NbTon, NbTclkIn;
initial
begin
	NbTon <=0;
	NbTclkIn <=0;
end
always@(negedge(nLatch))
begin
	NbTon = Ton;
end
always@(negedge(ClkIn))
begin
	if (NbTclkIn < NbTon) PWMout_local <= 1'b1;
	else PWMout_local <= 1'b0;
	NbTclkIn <= NbTclkIn + 10'd1;
end
bufif1(PWMout,PWMout_local,oe);
endmodule
--- flow/run.sh ---
#!/bin/bash
# OpenROAD 26Q1-2900-gdf79404cd8, Yosys 0.63+post, stock flow scripts
make -C /OpenROAD-flow-scripts/flow DESIGN_CONFIG=/design/flow/config.mk WORK_HOME=/design/flow/orfs finish
==> impl_metrics.tcl <==
# place-and-route summary
set metrics [dict create \
    status "complete, no violations" \
    warnings 35 \
    unclocked_pins 240 \
    critPathLaunchType "flop" \
    worstSetupPathType "flop to output port" \
    initCoreUtil 0.510 \
    grt_busiest_layer "met1" \
    post-synth-top-area-cell "dfxtp_1" \
    worst_pin_slew_ns 0.888 \
    syn2layout_area_growth_pct 17.3 \
    yosys_warnings 2 \
    cp_top_family "flip-flops" \
    grt_first_pass_wirelength_mm 63.0 \
    via_per_inst 4.70 \
    die_width_microns 204 \
    drv_cap 0 \
    critPathCaptureType "output port" \
    lay_top_count "inv_1" \
    dr.pass1.iters 6 \
    intPower_mw 6.02 \
    grt_antenna_before_repair 3 \
    slew_violations 0 \
    p_per_area_nw_per_um2 341 \
    crit_chain "clkdlybuf4s15_1" \
    pwr-share-clk 0.617 \
    ctsHoldBuffers 0 \
    grt_use_met1 0.295 \
    gr-total-overflow 0 \
    p_total_mw 8.14 \
    cpMaxStageDelayCell "dfxtp_2" \
    ys.flops 538 \
    fin_skew_ns 0.0204 \
    netlist.area_leader.share 0.529 \
    timing.slew.headroom 0.406 \
    yosys.stat.seqShare 0.529 \
    layout_top_cells "inv_1 (549), dfxtp_1 (529), ha_1 (240)" \
    setup_violations 0 \
    reg2regPathDepth 5 \
    power.leakage_nw 10.6 \
    p_seq_frac 0.369 \
    vias 13481 \
    yosysUniqueCellTypes 32 \
    p_comb_frac 0.014 \
    synth.area.mux_share 0 \
    synthSimpleGateAreaFrac 0.105 \
    die_h_microns 204 \
    place_ws_ns 0.485 \
    cp_slowest_stage_delay_ns 0.31 \
    finalHoldViolations 0 \
    worstHoldStart "MonPWM.inst[23].PWM_i.NbTclkIn[0]$_DFF_N_" \
    setup_ws_ns 0.0403 \
    synthCells 1971 \
    r2r_end "MonPWM.inst[9].PWM_i.PWMout_local$_DFF_N_" \
    placementRows 73 \
    grt_max_degree 35 \
    synth_area_sq_um 20400 \
    synthAdderAreaFrac 0.148 \
    grtUsageMet3 0.0780 \
    crit_fanout 1 \
    xor_share 0.0826 \
    ys_cells 1971 \
    p_sw_frac 0.261 \
    cts_tree "yes" \
    hold-path-endpoint "MonPWM.inst[23].PWM_i.NbTclkIn[0]$_DFF_N_" \
    vdd_drop_max_mv 0.249 \
    rsz0062_at_grt "no" \
    drive_above_1_share 0.0453 \
    grt_usage 0.199 \
    worstPathRequired_ns 3.28 \
    drt_wl_total_mm 37.4 \
    dp_cells 2529 \
    untimed_endpoints 240 \
    synthTopLogicFamily "adder cells" \
    clkTransAtPathRegs_ns 0.04 \
    p_switching_mw 2.12 \
    coreArea_sq_um 39900 \
    reg2reg_slack_ns 2.63 \
    hp-class "flop to flop" \
    ys_area_sq_um 20400 \
    synth_compound_gate_area_share 0.0715 \
    wl_per_cell_microns 13.0 \
    die_area_sq_um 41500 \
    pin_count 64 \
    dp_hpwl_mm 23.3 \
    fin_cells 2868 \
    area_leaders "dfxtp_1 (53%), ha_1 (15%), xnor2_1 (5.3%)" \
    drc 0 \
    portBuffers 54 \
    holdPathStages 1 \
    crit_buf_inv 1 \
    r2r-start "MonPWM.inst[9].PWM_i.NbTclkIn[4]$_DFF_N_" \
    drt-initial-drc-count 470 \
    cp.arrival_ns 3.24 \
    grt_pass1_vias 13666 \
    setup-tns-final_ns 0 \
    gp_congestion 0.792 \
    ant_nets 0 \
    met2_usage 0.272 \
    syn_avg_cell_area_sq_um 10.3 \
]
[routing by layer]
metal,vias to the layer above,part of all wire,wire [microns]
met5,-,0,0
met3,67,0.063,2350
met4,0,0.024,891
met1,6011,0.51,19100
met2,214,0.40,15100
li1,7189,-,-
[worst max-delay path by stage]
stage	start	to	slack, ns	cells after the start
CTS	MonPWM.inst[0].PWM_i.PWMout_local$_DFF_N_	PWM[0]	0.0005	1
global route	MonPWM.inst[20].PWM_i.PWMout_local$_DFF_N_	PWM[20]	0.003	1
finish	MonPWM.inst[6].PWM_i.PWMout_local$_DFF_N_	PWM[6]	0.04	1
[state kept, by name (all words and copies together), names as in the netlist]
signal                          count
nLatch                             24
MonPWM.inst.PWM_i.PWMout_local     24
MonPWM.inst.PWM_i.NbTon           240
MonPWM.inst.PWM_i.NbTclkIn        240
Ton                                10
[kinds of logic (layout without fill, tap and decap cells)]
logic type / count (synthesis) / count (layout)
compound gates: 226 / 226
xor+xnor: 192 / 192
fa+ha+maj: 240 / 240
buf+inv: 316 / 685
flops: 538 / 538
other cells: 0 / 3
simple gates: 459 / 459
[per-stage QoR]
| stage | hold slack (ns) | instance area, sq um | util |
|---|---|---|---|
| finish | 0.399 | 23900 | 0.598 |
| global route | 0.429 | 23900 | 0.598 |
| CTS | 0.404 | 23900 | 0.599 |
| detailed placement | 0.396 | 21400 | 0.536 |
| global placement | 0.392 | 21400 | 0.536 |
| floorplan | 0.378 | 20400 | - |
[power groups by stage]
stage | combinational [mW] | clock, mW | sequential, mW
after CTS | 0.119 | 5.24 | 3.00
after global routing | 0.128 | 5.56 | 3.00
final | 0.116 | 5.02 | 3.00
[synthesized netlist by cell type]
library cell,n
a41oi_1,24
or3_1,1
xnor2_1,124
inv_1,283
nand3_2,1
ha_1,240
nor2_1,68
buf_2,1
nand4_1,12
a211oi_1,24
buf_6,3
nand2_1,163
a21boi_1,11
o2bb2ai_1,24
a21boi_0,13
dfxtp_1,538
xor2_1,68
and4_4,1
nand2b_1,24
buf_4,26
and3_1,29
nand3b_1,1
and4_1,1
a21oi_1,96
nor4b_4,1
clkbuf_1,3
o211ai_1,10
nor2_2,1
nor4_1,7
o21ai_0,24
nand3_1,148
nor3_1,1
[timing repair]
action                                  4_1_cts  5_1_grt
endpoints found under the setup margin       24       12
setup buffers                                 0        0
resized                                      50       18
endpoints found under the hold margin         0        0
[area by class of cell]
| cell class | count | area [sq um] |
|---|---|---|
| fill | 3230 | 16000 |
| sequential | 538 | 10800 |
| multi-input combinational | 1117 | 8280 |
| clock inverter | 292 | 1390 |
| clock buffer | 46 | 1140 |
| inverter | 282 | 1060 |
| tap | 525 | 657 |
| timing repair buffer | 65 | 566 |
| antenna | 3 | 7.51 |
Power figures rest on the tool's default switching activity, not on a simulated workload.
